## flow/run.sh

```bash
#!/bin/bash
# OpenROAD 26Q1-2900-gdf79404cd8, Yosys 0.63+post, stock flow scripts
make -C /OpenROAD-flow-scripts/flow DESIGN_CONFIG=/design/flow/config.mk WORK_HOME=/design/flow/orfs finish
```

## flow/config.mk

```make
export PLATFORM = sky130hd
export DESIGN_NAME = qwi00_led
export DESIGN_NICKNAME = qwi00_led
export VERILOG_FILES = /design/flow/design.v
export SDC_FILE = /design/flow/constraint.sdc
export NUM_CORES = 4
export LEC_CHECK = 1
export CORE_AREA = 10 10 111 111
export DIE_AREA = 0 0 121 121
```

## flow/constraint.sdc

```tcl
current_design qwi00_led

set clk_period 5.0
set clk_io_pct 0.2

create_clock -name clk0 -period $clk_period [get_ports {CLK}]

set non_clock_inputs [all_inputs -no_clocks]
set_input_delay [expr $clk_period * $clk_io_pct] -clock clk0 $non_clock_inputs
set_output_delay [expr $clk_period * $clk_io_pct] -clock clk0 [all_outputs]
```

## flow/design.v

```verilog
module led_indicate
#(
   parameter                  LED_NUM    = 4,
   parameter                  LED_TIME_S = 1
)
(
   input                      clk,
   output     [LED_NUM-1:0]   led
);
parameter   ICLK_FREQ       = 50_000_000;
parameter   TIME_1S_BIT     = 26; 
genvar                i;
wire                  iclk;
reg    [LED_NUM-1:0]  oled = 0;
reg    [31:0]         time_cnt[LED_NUM-1];
assign iclk = clk;
assign led = oled;
generate
   for (i = 0; i < LED_NUM; i++)
   begin: led_gen
      always @(posedge iclk)
      begin
         if(time_cnt[i] == TIME_1S_BIT-1+LED_TIME_S)
            time_cnt[i] <= 0;
         else
            time_cnt[i] <= time_cnt[i] + ~&time_cnt[i];
      end
      always @(posedge iclk)
      begin
         if(time_cnt[i] == TIME_1S_BIT-1+LED_TIME_S)
            oled[i] = ~oled[i];
      end
   end
endgenerate
endmodule
module qwi00_led
(
   input                      CLK                             ,
   output     [LED_NUM-1:0]   LED
);
parameter                     LED_NUM         = 1             ;
parameter                     LED_TIME_S      = 1             ;
led_indicate
#(
   .LED_NUM                   ( LED_NUM                      ),
   .LED_TIME_S                ( LED_TIME_S                   )
)
u_led_indicate
(
   .clk                       ( CLK                          ),
   .led                       ( LED                          )
);
endmodule
```

==> changes_impl.md <==
### Changed

- Status: finished, final reports clean
- DIE HEIGHT: between 100 and 150 um
- Cell Area, Synth: roughly 0.0015 sq mm
- First-pass GRT wire length: between 4 and 5 mm
- Cell Rows: 36
- Post-CTS Hold Fix Bufs: 0
- Fp util: 15.0%
- Max incr delay on CP: about 650 ps
- Pwr/cell area: around 260 mW/mm^2
- Dpl cell area: between 0.0015 and 0.002 sq mm
- Total global-route track usage: between 3 and 4%
- Clock transition at the registers of the reported paths: 60 ps
- Mean Syn Cell Area: 9.73 sq um
- GR Util met1: approximately 5.2%
- Setup Skew: 4.34 ps
- Final Hold Viols: 0
- Total of max-cap violations: 0
- Cell Type Count: 24
- Vias per inst: about 3.6
- Achievable Freq: 348 MHz
- Worst EP arrival: roughly 3000 ps
- Number of detailed-route iterations in the first pass: 4
- Fin cells: roughly 290
- Period minus WS final: ~2900 ps
- Avg WL per Cell: approximately 9 um
- Slew margin rel.: approximately 53%
- Drt drc: 0
- CTS tree: done
- Area grow syn2layout: 17.2%
- Critical Path RT: 5160 ps
- Final ANT Viol Nets: 0
- Setup TNS: 0 ps
- Maximum buffer depth of the clock tree: 2
- Setup violators final: 0
- Cell area after layout: around 0.0017 sq mm
- Vias in the first global route: roughly 990
- Share of cells above drive strength 1: 8.13%
- Most Crowded Layer GR: met1
- # Post-CTS Setup Buffers: 0
- Final Slew Violations: 0
- Yosys warning tally: 2
- Met3 usage: 1.04%
- Post-DP HPWL: around 1.9 mm
- CP dominant cell by count: ha_1
- RSZ-0062 raised after global routing: no
- Post-placement cell count: ~290
- Post-synth top area cell: dfxtp_1
- CP Max Fanout: 7
- Die footprint: around 0.015 sq mm
- Floorplan core area: slightly below 0.01 sq mm
- H-tree depth: 2
- Die width: around 120 um
- Post-synth regs: 33
- Antenna Cells: 0
- Setup CP Type: register to register
- Final wirelength: between 2 and 3 mm
- I/O Pins: 2
- Cell count after synthesis: 152
- Setup crit end kind: register
- CP Cell Sequence: nand2_1 > nor4_1 > nand4_1 > ha_1 > ha_1 > and2_1 > or4b_1 > nor3_1 > xor2_1
- Post-CTS sizing: 0
- Final period util: a little under three fifths
- CP max stage cell: nor4_1
- Tightest Hold Check Type: register to register
- CTS Buf Count: 5
- YS chip area: ~0.0015 sq mm
- Post-synth seq share: between 40% and 50%
- Yosys cell count: around 150
- Slew @ Worst Pin: around 700 ps
- Violation tally from detailed-route iteration zero: 69
- Clock sinks: 33
- Startpoint Class: register
- PortBufs: 1
- Largest net degree at the start of global routing: 11
- Met2 Track Usage GR: 5.14%
- Initial antenna violation count: 0
- Tool warnings: 26
- Total gr overflow: 0
- Synth area leaders: dfxtp_1 43%, xnor2_1 8.9%, xor2_1 8.9%, nand4_1 5.1%, nand2_1 3.8%
- DR vias: approximately 1,100
- R2R setup slack: 2130 ps
- CTS root buf: clkbuf_8
- Maximum VDD drop: about 0.092 mV
- Placer Congestion: between 0.8 and 0.9
- Leak pwr: approximately 0.62 nW
- Clk latency late pin: between 200 and 300 ps
- Area leader share: a little over two fifths
==> where the power goes <==
part           leakage, nW  internal [mW]  switching, mW    total, mW
combinational        0.310              0              0  0.000000310
clock               0.0450         0.0962         0.0908        0.187
sequential           0.269          0.264              0        0.264
==> per-layer routing <==
| layer | share of wire, % | wire length, um | vias up |
|---|---|---|---|
| li1 | - | - | 558 |
| met1 | 54 | 1400 | 485 |
| met2 | 40 | 1040 | 9 |
| met3 | 3.9 | 102 | 5 |
| met4 | 1.7 | 44 | 0 |
| met5 | 0 | 0 | - |
==> worst max-delay path: cells and delay by family, from the launching register on <==
| family | cells | cell delay [ps] |
|---|---|---|
| flip-flops | 1 | 420 |
| AND/OR/NAND/NOR | 6 | 1750 |
| adder cells (fa/ha/maj) | 2 | 440 |
| XOR/XNOR | 1 | 150 |
==> cells by family (layout without fill, tap and decap cells) <==
logic type | Yosys count | after routing | synth area share (%)
and+or+nand+nor | 81 | 81 | 33.0
DFF | 33 | 33 | 45.3
xor gates and xnor gates | 30 | 30 | 17.8
buffers and inverters | 5 | 13 | 1.35
adders and majority gates | 3 | 3 | 2.54
==> registers in the layout (all words and copies together), names as in the netlist <==
name / flops
u_led_indicate.time_cnt: 32
u_led_indicate.oled: 1
==> cell type report <==
cell class              instances  area, sq um
clock inverters                 2         10.0
inverters                       4         15.0
clock buffers                   6         72.6
fillers                      1082         8130
repair buffers                  1         10.0
multi-input cells             114          788
well taps                     133          166
flip-flops and latches         33          671
==> placed cells by master, fill, tap and decap left out, drive strengths merged, types with 2 or more instances in the layout <==
| cell | instances |
|---|---|
| dfxtp | 32 |
| clkinv | 2 |
| nand3 | 9 |
| nor3 | 8 |
| and2 | 2 |
| nor2 | 12 |
| nand2 | 15 |
| xor2 | 15 |
| nor2b | 2 |
| xnor2 | 15 |
| or4 | 3 |
| nand4 | 13 |
| nor4 | 10 |
| inv | 4 |
| and4 | 3 |
| ha | 3 |
| clkbuf | 6 |
| and3 | 2 |
==> Yosys cell counts, drive strengths merged <==
| master | count |
|---|---|
| nand3 | 9 |
| nor2b | 2 |
| nor2 | 12 |
| nand2 | 15 |
| ha | 3 |
| nor3 | 8 |
| or4b | 1 |
| and2 | 2 |
| dfxtp | 32 |
| edfxtp | 1 |
| xnor2 | 15 |
| buf | 1 |
| or4 | 3 |
| nand4 | 13 |
| nor4b | 1 |
| xor2 | 15 |
| inv | 4 |
| and4 | 3 |
| and3 | 2 |
| nor4 | 10 |
==> through the flow <==
stage / power [mW] / utilization, % / hold slack (ps) / worst slack (ps)
5_1_grt: 0.472 / 17.6 / 509 / 1880
6_report: 0.451 / 17.6 / 484 / 2130
4_1_cts: 0.458 / 17.6 / 488 / 2140
3_5_place_dp: 0.270 / 16.7 / 474 / 2160
3_3_place_gp: 0.270 / 16.7 / 475 / 2270
2_1_floorplan: 0.270 / - / 449 / 2600
==> path summary, 6_finish.rpt <==
path	start	end	depth (start not counted)
worst max-delay path	u_led_indicate.time_cnt[0][12]$_SDFF_PN0_	u_led_indicate.time_cnt[0][22]$_SDFF_PN0_	9
worst min-delay path	u_led_indicate.time_cnt[0][28]$_SDFF_PN0_	u_led_indicate.time_cnt[0][28]$_SDFF_PN0_	1
worst max register to register	u_led_indicate.time_cnt[0][12]$_SDFF_PN0_	u_led_indicate.time_cnt[0][22]$_SDFF_PN0_	9
worst min register to register	u_led_indicate.time_cnt[0][28]$_SDFF_PN0_	u_led_indicate.time_cnt[0][28]$_SDFF_PN0_	1
Power is estimated from default activity; no workload was simulated.
